<file path="config.mk">
export PLATFORM = sky130hd
export DESIGN_NAME = seg_decoder1
export DESIGN_NICKNAME = seg_decoder1
export VERILOG_FILES = /design/flow/design.v
export SDC_FILE = /design/flow/constraint.sdc
export NUM_CORES = 4
export LEC_CHECK = 1
export CORE_AREA = 10 10 70 70
export DIE_AREA = 0 0 80 80
</file>
<file path="constraint.sdc">
current_design seg_decoder1

set clk_period 1.6
set clk_io_pct 0.2

create_clock -name clk0 -period $clk_period

set non_clock_inputs [all_inputs -no_clocks]
set_input_delay [expr $clk_period * $clk_io_pct] -clock clk0 $non_clock_inputs
set_output_delay [expr $clk_period * $clk_io_pct] -clock clk0 [all_outputs]
</file>
<file path="design.v">
module seg_decoder1(bcd, seg_data);
 input [3:0] bcd;
 output [7:0] seg_data;
 reg [7:0] seg_data;
 always @(bcd) begin
 case(bcd)
 4'H0 : seg_data=8'b1111_1101;  
 4'H1 : seg_data=8'b0110_0001;  
 4'H2 : seg_data=8'b1101_1011;  
 4'H3 : seg_data=8'b1111_0011;  
 4'H4 : seg_data=8'b0110_0111;  
 4'H5 : seg_data=8'b1011_0111;  
 4'H6 : seg_data=8'b1011_1111;  
 4'H7 : seg_data=8'b1110_0001;  
 4'H8 : seg_data=8'b1111_1111;  
 4'H9 : seg_data=8'b1111_0111;  
 4'Ha : seg_data=8'b1110_1110;  
 4'Hb : seg_data=8'b0011_1110;  
 4'Hc : seg_data=8'b1001_1100;  
 4'Hd : seg_data=8'b0111_1010;  
 4'He : seg_data=8'b1001_1110;  
 4'Hf : seg_data=8'b1000_1110;  
 endcase
 end
endmodule
</file>
<file path="run.sh">
#!/bin/bash
# OpenROAD 26Q1-2900-gdf79404cd8, Yosys 0.63+post, stock flow scripts
make -C /OpenROAD-flow-scripts/flow DESIGN_CONFIG=/design/flow/config.mk WORK_HOME=/design/flow/orfs finish
</file>
==> impl_metrics.tcl <==
# implementation run metrics
set metrics [dict create \
    status "finished clean" \
    grt_max_degree 10 \
    crit_required_ps 1280 \
    worstSetupEndpointType "output pin" \
    hold_start "bcd[1]" \
    setup_viol 0 \
    grt_pass1_vias 380 \
    final_max_slew_viol_count 0 \
    switching_share_pct 42.92 \
    ys_seq_share_pct 0 \
    synthCells 39 \
    drive_above_1_share_pct 52.38 \
    worstMarginPinSlew_ps 187.2 \
    ant_nets 0 \
    fp-utilization_pct 7.839 \
    drt_iter0_drc 20 \
    io_buffers 12 \
    p_per_area_nw_per_um2 216.8 \
    p_int_mw 0.06968 \
    core-area_um2 3416 \
    pin_count 12 \
    wirelength_um 984 \
    top_area_cell "ha_1" \
    ff_count 0 \
    grt_overflow 0 \
    synthSimpleGateAreaFrac_pct 26.17 \
    setup_tns_ps 0 \
    p_switching_mw 0.05239 \
    min_to "seg_data[4]" \
    first_pass_iters 3 \
    yosys-top-cells-area "ha_1, o21ai_0, nand2_1" \
    post-route-util_pct 16.48 \
    synthDistinctLibCells 17 \
    place_congestion 0.7143 \
    drc 0 \
    ys_sh_mux_pct 0 \
    yosysCellCount 39 \
    antennaDiodeCount 0 \
    p_comb_share_pct 100.0 \
    period_used_pct 96.96 \
    pwr-share-clk_pct 0 \
    cap_violations 0 \
    syn_avg_cell_area_um2 6.866 \
    rsz0062_at_grt "yes" \
    seq_power_share_pct 0 \
    vias_per_cell 3.128 \
    fp-row-count 21 \
    wl_per_cell_um 9.028 \
    worstPathMaxFanout 4 \
    max_slew_margin_pct 87.49 \
    setup_ws_ps 48.66 \
    ys_area_um2 267.8 \
    die_w_um 80 \
    holdWs_ps 1132 \
    dieArea_um2 6400 \
    ys_sh_xor_pct 0 \
    hold_depth 6 \
    tool_warnings 39 \
    hold_class "input port to output pin" \
    syn-cell-area_um2 267.8 \
    common_cells "ha_1, o21ai_0, nand2_1, a21oi_1, nand2b_1" \
    finalHoldViolations 0 \
    nClkBuffers 0 \
    ys_sh_adder_pct 32.71 \
    dp_slack_ps -755.0 \
    critPathKind "input port to output pin" \
    final.min_clock_period_ps 1551 \
    hold_buffers 0 \
    topCombFamilyByArea "adder cells" \
    num_vias 341 \
    top_area_share_pct 32.71 \
    ir_worst_vdd_v 0.00003166 \
    die_h_um 80 \
    cp-start-kind "input port" \
    worstPathArrival_ps 1230 \
    aoi_share_pct 29.91 \
    nFillCells 381 \
    areaGrowthSynthToFinish_pct 110.3 \
    detailed_place_hpwl_um 668.9 \
    antenna_found_initial 0 \
    clock.fmax_ghz 0.6446 \
    grt_pass1_wl_um 1711 \
    power_leakage_nw 0.2446 \
    yosys_warnings 1 \
    p_total_mw 0.1221 \
    grt_usage_pct 3.048 \
    seq_area_um2 0 \
]
## power by group through the flow
stage	sequential [mW]	combinational, mW	clock, mW
CTS	0	0.121	0
finish	0	0.122	0
global route	0	0.137	0
## layer usage
layer / vias to the layer above / part of all wire (%) / wire, um / GRT usage (%)
met4: 0 / 0 / 0 / 0
met2: 6 / 50 / 488 / 5.859
li1: 180 / - / - / -
met3: 0 / 5.3 / 52 / 0.5682
met1: 155 / 45 / 443 / 3.560
met5: - / 0 / 0 / 0
## worst max-delay path: stages
cell	delay (ps)
buf_8	90
inv_4	40
buf_4	120
buf_4	130
ha_4	150
nor2b_4	110
buf_4	100
a21oi_1	50
buf_2	120
## layout make-up
type / instances / area [um^2] / share of cell area [%]
inverter: 3 / 13.76 / 2.444
multi-input combinational: 34 / 282.8 / 50.22
tap: 46 / 57.56 / 10.22
timing repair buffer: 26 / 209.0 / 37.11
## kinds of logic (layout without fill, tap and decap cells)
logic type	Yosys count	in the layout
adders and majority gates	7	7
buffers and inverters	5	29
and+or+nand+nor	13	13
AOI/OAI and AO/OA	14	14
## timing repair
action	4_1_cts	5_1_grt
gates cloned	1	0
endpoints found under the setup margin	8	5
buffers inserted	8	0
pin swaps	2	2
resized	47	7
## worst max-delay path by stage
stage           from     endpoint  slack, ps  cells past startpoint
CTS           bcd[3]  seg_data[3]          7                      6
global route  bcd[0]  seg_data[7]        -20                      6
finish        bcd[1]  seg_data[5]         50                      9
## per-stage QoR
step,instances,instance area [um^2]
after floorplan,39,267.8
after global placement,101,471.7
after detailed placement,101,471.7
after CTS,110,563.0
after global routing,109,563.0
final,109,563.0
## cells in the final DEF, fill, tap and decap left out, drive strengths merged
master          n
buf            19
o21ai           8
ha              7
nand2           6
dlygate4sd2     5
nand2b          3
inv             3
a21oi           3
nor2b           2
o21a            1
nor2            1
nand3           1
a211oi          1
a31oi           1
clkdlybuf4s15   1
clkbuf          1
Power is estimated from default activity; no workload was simulated.
